`design/flow/run.sh`:
```
#!/bin/bash
# OpenROAD 26Q1-2900-gdf79404cd8, Yosys 0.63+post, stock flow scripts
make -C /OpenROAD-flow-scripts/flow DESIGN_CONFIG=/design/flow/config.mk WORK_HOME=/design/flow/orfs finish
```
`design/flow/config.mk`:
```
export PLATFORM = sky130hd
export DESIGN_NAME = mux32
export DESIGN_NICKNAME = mux32
export VERILOG_FILES = /design/flow/design.v
export SDC_FILE = /design/flow/constraint.sdc
export NUM_CORES = 4
export LEC_CHECK = 1
export CORE_AREA = 10 10 70 70
export DIE_AREA = 0 0 80 80
```
`design/flow/constraint.sdc`:
```
current_design mux32

set clk_period 2.9
set clk_io_pct 0.2

create_clock -name clk0 -period $clk_period

set non_clock_inputs [all_inputs -no_clocks]
set_input_delay [expr $clk_period * $clk_io_pct] -clock clk0 $non_clock_inputs
set_output_delay [expr $clk_period * $clk_io_pct] -clock clk0 [all_outputs]
```
`design/flow/design.v`:
```
module mux32(Q,D,S);
input [31:0] D;
input [4:0] S;
output Q;
assign Q = D[S];
endmodule
```
==> notes.md <==
The synthesis and place-and-route flow finished, so here is a summary.

The placeable core area came out at 0.00342 mm^2. The static leakage came out at 0.317 nW. Counting the clock-network buffers in the layout gives 0. The number of cell instances after yosys synthesis is 41. Entering global routing, the biggest net connects 9 pins. The worst-case headroom to the max-slew limit came out at 82.8%. The number of endpoints failing setup at the final stage came out at 0. The share of final-layout standard cells stronger than drive strength 1 is 10.0%.

At the pin with the least slew margin, the transition time is 0.257 ns. The tightest hold margin came out at 2.08 ns. STA classifies the critical path startpoint as a primary input. The total negative slack for setup checks is 0 ns. In the final report, the number of pins over their slew limit comes to 0. The worst setup margin is 0.120 ns. The count of endpoints failing hold in the final timing report is 0. The vias per cell is 3.53. The share of the clock period used by the worst path is 95.9%. The initial antenna violation count came out at 0.

The path category of the worst min-delay check is primary input to output pin. Per the synthesis report, the dominant area consumer among library cells is sky130_fd_sc_hd__mux2i_1. The run finished with clean final reports. The power density relative to cell area came out at 128 mW/mm^2. The total cell area at the placement stage came out at 759 um^2. The clock group share of total power came out at 0%.

The power report puts the net switching power at 30.2 uW. The number of antenna-violating nets in the routed design came out at 0. The number of iterations in the first detailed-routing pass came out at 3. The net switching fraction of the power is 29.9%. The smallest clock period supported by the final layout is computed as 2.78 ns. For reference, the top cells by count after synthesis are sky130_fd_sc_hd__mux2i_1 (16), sky130_fd_sc_hd__nand2_1 (6), sky130_fd_sc_hd__a22oi_1 (4). Looking at the power breakdown, sequential logic takes 0% of the total. The number of violations of the max-capacitance limit came out at 0. The total I/O pin count came out at 38. The remaining global-route overflow is 0. The remaining routing DRC violations came out at 0.

The report shows a maximum critical-path fanout of 8. The wire length on met3 came out at 136 um. The iteration-0 DRC count of the detailed router came out at 17. For reference, the post-synthesis area per instance comes to 7.93 um^2. Between the synthesized netlist and the finished layout, the area growth was recorded as 143%. The number of vias after detailed routing came out at 445. The cell-internal power is 70.9 uW.

The wire length per cell is 12.0 um. The largest vdd supply drop is 0.0000343 V. The wire length of the first global-routing pass came out at 2290 um. The count of buffers from port buffering came out at 38.

After synthesis, the cell types taking the most area are sky130_fd_sc_hd__mux2i_1 (49%), sky130_fd_sc_hd__a22oi_1 (9.2%), sky130_fd_sc_hd__nand2_1 (6.9%). Counting distinct cell types in the post-synthesis netlist gives 15. Overall routing resource usage recorded by global route was 4.46%. The arrival time reported for the critical path endpoint is 2.20 ns. The via count of the first global-routing pass came out at 470. The final cell area excluding filler cells is 790 um^2. The register area came out at 0 um^2. The number of warnings issued by yosys came out at 0. The area of the synthesized netlist per yosys stat is 325 um^2. Setup repair after global routing left no endpoint under its margin.

The data required time reported for the critical path is 2.32 ns. The flow reports an fmax of 360 MHz. The die height came out at 80 um.

Before placement the cells fill 9.52% of the core. The antenna cell count came out at 0. By instance count, the leading cell after synthesis is sky130_fd_sc_hd__mux2i_1.

The share of the yosys chip area belonging to registers is 0%. In the per-layer breakdown of the detailed-route log, met1 shows 634 um. STA classifies the critical path endpoint as an output pin. The number of warnings the tools reported came out at 32.

The uppermost metal layer occupied by signal nets is met3. Combinational logic burns 100.0% of the power. In the setup report, the worst path falls into the class primary input to output pin. The die span in x came out at 80 um. The gate count of the mapped netlist is 41. The area of the mapped netlist came out at 325 um^2. After synthesis, the largest area contributor takes up 49.2% of total cell area.

The placement summary gives the final routability congestion estimate as 0.778. The layout sequential cell count came out at 0. The post-DP HPWL came out at 1380 um. The wire length on met2 is 736 um.

The chip area is 0.00640 mm^2. For this block, the routed nets add up to 1510 um of wire. The number of core rows is 21. Before CTS, the worst setup slack after placement is -0.232 ns.
logic make-up after synthesis:
logic type	Yosys count	synth area share, %
AOI/OAI and AO/OA	9	19.2
buffers and inverters	2	9.62
and+or+nand+nor	14	21.9
muxes	16	49.2
power by group through the flow:
stage	Sequential, mW	Combinational, mW	Clock, mW
CTS	0	0.0993	0
global route	0	0.109	0
finish	0	0.101	0
cell usage in the layout (no fill, tap or decap), drive strengths merged:
cell | netlist | final
clkdlybuf4s15 | 0 | 1
dlygate4sd2 | 0 | 1
nor2 | 1 | 1
a211oi | 1 | 1
clkdlybuf4s50 | 0 | 35
and2b | 1 | 1
a21oi | 3 | 3
nand2b | 1 | 1
a311o | 1 | 1
nand3 | 2 | 2
buf | 2 | 3
and2 | 1 | 1
nand4b | 1 | 1
a22oi | 4 | 4
dlymetal6s2s | 0 | 1
mux2i | 16 | 16
nand2 | 6 | 6
nor2b | 1 | 1
worst max-delay path, stage by stage:
cell and delay (ns):
sky130_fd_sc_hd__clkdlybuf4s15_1 0.25, sky130_fd_sc_hd__buf_12 0.15, sky130_fd_sc_hd__mux2i_2 0.22, sky130_fd_sc_hd__a22oi_2 0.09
sky130_fd_sc_hd__nand4b_1 0.10, sky130_fd_sc_hd__a21oi_1 0.04, sky130_fd_sc_hd__a311o_1 0.33, sky130_fd_sc_hd__clkdlybuf4s50_1 0.43
metal layers:
| metal | global-route usage (%) | vias up |
|---|---|---|
| met1 | 5.54 | 192 |
| met4 | 0 | 0 |
| met5 | 0 | - |
| met3 | 1.48 | 0 |
| met2 | 7.70 | 16 |
| li1 | - | 237 |
layout make-up:
| type | instances | area [um^2] |
|---|---|---|
| Tap cell | 46 | 57.6 |
| Timing Repair Buffer | 41 | 420 |
| Multi-Input combinational cell | 39 | 312 |
| Fill cell | 369 | 2630 |
per-stage QoR:
stage | util [%] | cells | power, mW
after global routing | 23.1 | 126 | 0.109
after CTS | 22.6 | 126 | 0.0993
final | 23.1 | 126 | 0.101
after detailed placement | 22.2 | 125 | 0.0973
after global placement | 22.2 | 125 | 0.0971
after floorplan | - | 41 | 0.0359
worst paths after layout:
| kind | startpoint | cells past startpoint | to | slack, ns |
|---|---|---|---|---|
| worst max-delay path | S[1] | 8 | Q | 0.12 |
| worst min-delay path | S[0] | 5 | Q | 2.08 |
timing repair:
item	CTS	global route
buffers inserted	1	0
gates cloned	0	0
setup endpoints to repair	1	1
hold buffers	0	0
pin swaps	1	0
resized	4	6
Power and IR drop assume default switching activity.
