$ cat /design/flow/run.sh
#!/bin/bash
# OpenROAD 26Q1-2900-gdf79404cd8, Yosys 0.63+post, stock flow scripts
make -C /OpenROAD-flow-scripts/flow DESIGN_CONFIG=/design/flow/config.mk WORK_HOME=/design/flow/orfs finish
$ cat /design/flow/design.v
`resetall
module csa1(cout,sum,cin,a,b);
input [3:0]a,b;
input cin;
output [3:0]sum;
output cout;
wire s0,s1,s2,s3,s4,s5,s6,s7,c0,c1,c2,c3,c4,c5,c6,c7;
fa f1(c0,s0,1'b0,a[0],b[0]);
fa f2(c1,s1,c0,a[1],b[1]);
fa f3(c2,s2,c1,a[2],b[2]);
fa f4(c3,s3,c2,a[3],b[3]);
fa f5(c4,s4,1'b1,a[0],b[0]);
fa f6(c5,s5,c4,a[1],b[1]);
fa f7(c6,s6,c5,a[2],b[2]);
fa f8(c7,s7,c6,a[3],b[3]);
mux m1(sum[0],s4,s0,cin);
mux m2(sum[1],s5,s1,cin);
mux m3(sum[2],s6,s2,cin);
mux m4(sum[3],s7,s3,cin);
mux m5(cout,c7,c3,cin);
endmodule
module fa(cout,sum,cin,a,b);
input a,b,cin;
output cout,sum;
wire w1,w2,w3;
xor xor1(sum,a,b,cin);
or or1(w1,a,b);
or or2(w2,b,cin);
or or3(w3,cin,a);
and and1(cout,w1,w2,w3);
endmodule
module mux(y,i1,i0,s);
input i1,i0,s;
output y;
wire w1,w2;
and a1(w1,~s,i0);
and a2(w2,s,i1);
or o1(y,w1,w2);
endmodule
$ cat /design/flow/config.mk
export PLATFORM = sky130hd
export DESIGN_NAME = csa1
export DESIGN_NICKNAME = csa1
export VERILOG_FILES = /design/flow/design.v
export SDC_FILE = /design/flow/constraint.sdc
export NUM_CORES = 4
export LEC_CHECK = 1
export CORE_AREA = 10 10 70 70
export DIE_AREA = 0 0 80 80
$ cat /design/flow/constraint.sdc
current_design csa1

set clk_period 3.8
set clk_io_pct 0.2

create_clock -name clk0 -period $clk_period

set non_clock_inputs [all_inputs -no_clocks]
set_input_delay [expr $clk_period * $clk_io_pct] -clock clk0 $non_clock_inputs
set_output_delay [expr $clk_period * $clk_io_pct] -clock clk0 [all_outputs]
==> changes_impl.md <==
## Implementation

- WP data arrival: 2.89 ns
- CP Capture Type: primary output
- End of the worst hold path: sum[0]
- Final min period: 3.65 ns
- Leading area contributor after synthesis: fa_1
- Area growth syn-to-layout: 76.6%
- Ys Warns: 0
- Share of cells above drive strength 1: 30.0%
- DRT iter0 DRCs: 1
- Die H: 80 µm
- Startpoint Class: input pin
- Placed Cells: 76
- Non-filler instance count after layout: 76
- Syn Area/Cell: 12.0 µm²
- Core Area: 0.00342 mm²
- Mapped Cells: 20
- Log Warnings: 33
- Initial core utilization: 7.03%
- DR vias/cell: around 2.3
- First-pass GRT wire length: between 1 and 1.5 mm
- Register area: 0 µm²
- Final HPWL DP: 554 µm
- Leak: 0.000172 µW
- Via count: 174
- Initial antenna violation count: 0
- Worst Hold Depth: 5
- Final RePlAce weighted congestion: between 0.7 and 0.8
- DR WL met2: between 100 and 150 µm
- Routed wire length: 561 µm
- GR Overflow Total: 0
- Status: finished clean
- Cell Area, Synth: 240 µm²
- DR WL met3: roughly 120 µm
- Detailed Routing Iterations Pass 1: 3
- Slew headroom: 80.3%
- WS Path Type: input pin to primary output
- Die x size: around 80 µm
- Min-Delay Path Class: input pin to primary output
- Routed len/inst: 7.38 µm
- RSZ-0062 raised after global routing: no
- Most frequent cells after synthesis: 6 x fa_1, 4 x buf_4, 4 x mux2_2, 3 x inv_1, 2 x ha_1
- Sequential area share after synthesis: 0%
- Max Freq: 274 MHz
- Yosys top cell by instances: fa_1
- DP Area: 408 µm²
- Finished Cell Area: 424 µm²
- CP Max Fanout: 2
- Synth top area share: between 50 and 60%
- Worst ir drop on vdd: 0.0497 mV
- Flops: 0
- Vias in the first global route: 206
- Ys cells: 20
- Cycle use final: 96.1%
- Port bufs: 14
- Final setup vio count: 0
- Ports: 14
- Post-DRT Antenna Nets: 0
- Number of remaining DRC errors: 0
- Hold bufs inserted after CTS: 0
- Number of max-cap violations: 0
- Wl on met1: 307 µm
- Row cnt: 21
- Sum Neg Setup Slack: 0 ns
- Die area: around 0.0064 mm²
- Post-CTS setup buffers: 0
- Final hold vios: 0
- Pin count of the biggest net entering global routing: 6
- Hold path startpoint: b[0]
- Ant. Diodes: 0
- Measured slew at the worst slew-check pin: 0.294 ns
- Max Slew Vio Count: 0
- Synth unique cells: 6
- Top cells by area: fa_1 50%, mux2_2 19%, buf_4 13%
- Pwr Density: 121 mW/mm²
- Max layer used: met3
- Crit path DRT: 3.04 ns
- Clock buf count: 0
- Yosys stat area: about 240 µm²
- Total power: just over 50 µW
- GRT Total Usage: 1.98%
how the worst max path moves through the flow:
stage	from	endpoint	slack, ns	cells after the start
CTS	a[0]	cout	0.0008	9
global route	b[0]	sum[3]	0.03	9
finish	a[0]	sum[3]	0.15	9
through the flow:
step	hold slack (ns)	setup WS [ns]	utilization [%]
after floorplan	1.63	0.539	-
after global placement	2.59	-0.294	11.9
after detailed placement	2.61	-0.309	11.9
after CTS	2.42	0.000812	12.3
after global routing	2.48	0.0295	12.4
final	2.41	0.150	12.4
cell families (layout without fill, tap and decap cells):
group                    count (synthesis)  after routing  synth area share [%]
XOR/XNOR                                 1              1                  3.65
adder cells (fa/ha/maj)                  8              8                  60.4
buffers and inverters                    7             17                  17.2
multiplexers                             4              4                  18.7
layout make-up:
type	instances	area, µm²
inverter	3	11.3
timing repair buffer	14	140
tap	46	57.6
fill	400	2990
multi-input combinational	13	215
routing by layer:
metal  up-vias  GRT usage [%]
met2        14           2.09
met4         0              0
met1        82           3.23
met5         -              0
met3         0           1.25
li1         78              -
power by group:
group	internal [µW]	switching [µW]	leakage, µW
clock network	0	0	0
logic	35.0	16.4	0.000172
registers	0	0	0
placed cells by master, fill, tap and decap left out:
cell / count
mux2_4: 1
fa_2: 5
fa_1: 1
inv_1: 3
dlygate4sd2_1: 4
dlymetal6s2s_1: 2
ha_1: 2
clkdlybuf4s50_1: 8
xor2_1: 1
mux2_2: 3
critical path: stages:
cell and delay [ns]:
dlygate4sd2_1 0.24, inv_1 0.06, ha_1 0.14, inv_1 0.05, fa_2 0.34, fa_2 0.35, fa_2 0.44, mux2_4 0.26
dlygate4sd2_1 0.24
timing repair:
| item | in CTS | in global routing |
|---|---|---|
| pin swaps | 3 | 2 |
| resized | 10 | 2 |
| hold endpoints to repair | 0 | 0 |
| endpoints found under the setup margin | 2 | 2 |
Power is estimated from default activity; no workload was simulated.
